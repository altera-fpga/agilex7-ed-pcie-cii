--- /design/flow/config.mk ---
export PLATFORM = sky130hd
export DESIGN_NAME = cii
export DESIGN_NICKNAME = cii
export VERILOG_FILES = /design/flow/design.v
export SDC_FILE = /design/flow/constraint.sdc
export NUM_CORES = 4
export LEC_CHECK = 1
export CORE_AREA = 10 10 105 105
export DIE_AREA = 0 0 115 115
--- /design/flow/constraint.sdc ---
current_design cii

set clk_period 3.3
set clk_io_pct 0.2

create_clock -name clk0 -period $clk_period [get_ports {clk}]

set non_clock_inputs [all_inputs -no_clocks]
set_input_delay [expr $clk_period * $clk_io_pct] -clock clk0 $non_clock_inputs
set_output_delay [expr $clk_period * $clk_io_pct] -clock clk0 [all_outputs]
--- /design/flow/design.v ---
module cii (
    input   wire		clk,
	input	wire		reset_n,
	input 	wire        cii_req,         
	input 	wire        cii_hdr_poisoned,
	input 	wire [3:0]  cii_hdr_first_be,
	input 	wire        cii_wr,          
	input 	wire [9:0]  cii_addr,        
	input 	wire [31:0] cii_dout,        
	output  wire        cii_override_en, 
	output  wire [31:0] cii_override_din,
	output  wire        cii_halt        
);
	reg	    cii_override_en_q;
	reg [31:0]  cii_override_din_q;
	reg 	    cii_halt_q;
	reg [6:0]   cii_req_q;
	wire	    deassert_halt;
	assign cii_halt = cii_halt_q;
	assign cii_override_en = cii_override_en_q;
	assign cii_override_din = cii_override_din_q;
	always @(posedge clk or negedge reset_n)
	  if (!reset_n)
            cii_req_q <= 7'h00;
          else
	        cii_req_q <= {cii_req_q[5:0],cii_req};
	assign deassert_halt = cii_req & ~cii_req_q[0];
	always @(posedge clk or negedge reset_n)
	  begin
	    if (!reset_n) begin
	       cii_halt_q <= 1'b1;
	       cii_override_en_q <= 1'b0;
	       cii_override_din_q <= 32'd0;
	       end 
	    else begin
			if (deassert_halt) begin
				cii_halt_q <= 1'b0;
				if (cii_addr == 10'h00d) begin           
					if (!cii_wr) begin
						cii_override_en_q <= 1'b1;	     
						cii_override_din_q <= 32'h060;   
					end
				end
				if (cii_addr == 10'h018) begin           
					if (!cii_wr) begin
						cii_override_en_q <= 1'b1;		   
						cii_override_din_q <= 32'h04003;   
					end
				end
			end
			else begin
				cii_halt_q <= 1'b1;
				cii_override_en_q <= 1'b0;
				cii_override_din_q <= 32'h00000000;
			end 
		end
	 end
endmodule
--- /design/flow/run.sh ---
#!/bin/bash
# OpenROAD 26Q1-2900-gdf79404cd8, Yosys 0.63+post, stock flow scripts
make -C /OpenROAD-flow-scripts/flow DESIGN_CONFIG=/design/flow/config.mk WORK_HOME=/design/flow/orfs finish
==> impl_metrics.env <==
# implementation run metrics
export IMPL_status="finished, final reports clean"
export IMPL_ys_sh_aoi=0.05714
export IMPL_worst_clock_skew_ps=6.442
export IMPL_most_common_layout_cells="46 x clkdlybuf4s50_1, 34 x dfrtp_1, 19 x and3_1"
export IMPL_drive_above_1_share=0.2132
export IMPL_hold_path_class="in -> async"
export IMPL_firstDrtPassIters=4
export IMPL_finalHoldViolCount=0
export IMPL_drt_wirelength_per_cell_um=13.22
export IMPL_r2r_start="cii_req_q"
export IMPL_period_used=0.6141
export IMPL_grt_start_max_net_pins=36
export IMPL_tns_ps=0
export IMPL_rsz0062_at_grt="no"
export IMPL_yosysChipArea_um2=1270
export IMPL_ys_sh_adder=0
export IMPL_lay_top_count="clkdlybuf4s50_1"
export IMPL_xor_area_frac=0
export IMPL_clkLatencyLatePin_ps=280
export IMPL_synth_warnings=1
export IMPL_p_per_area_nw_per_um2=444.4
export IMPL_final_antenna_net_count=0
export IMPL_drt_initial_drc_count=25
export IMPL_fmax_mhz=493.5
export IMPL_dieArea_um2=13230
export IMPL_cts_repair_resized=0
export IMPL_area_delta_synth_final_pct=54.68
export IMPL_cts_tree="yes"
export IMPL_fill_cells=932
export IMPL_clk_pin_slew_ps=70
export IMPL_antennaDiodeCount=0
export IMPL_met2_usage=0.06682
export IMPL_grt_busiest_layer="met1"
export IMPL_via_per_inst=3.492
export IMPL_vias=852
export IMPL_wl_um=3225
export IMPL_cts_hold_buf=0
export IMPL_grt_pass1_wl_um=5278
export IMPL_htreeDepth=2
export IMPL_yosys_register_bits=35
export IMPL_worstPathArrival_ps=2200
export IMPL_place_area_um2=1847
export IMPL_simple_gate_area_frac=0.2197
export IMPL_synth_area_per_cell_um2=14.94
export IMPL_ys_seq_frac=0.6906
export IMPL_fp_util=0.1449
export IMPL_rows=34
export IMPL_ys_cells=85
export IMPL_gr_total_overflow=0
export IMPL_drc_errors=0
export IMPL_synth_area_leader_cell="dfrtp_1"
export IMPL_dp_final_hpwl_um=2300
export IMPL_yosys_mux_area_fraction=0
export IMPL_r2r_slack_ps=1790
export IMPL_cp_max_fo=28
export IMPL_worst_pin_slew_ps=781.9
export IMPL_cts_buffer_depth=2
export IMPL_antenna_found_initial=0
export IMPL_cts_sinks=35
export IMPL_top_cells_by_area="dfrtp_1 67%, and3_1 9.4%, and3_2 5.3%"
export IMPL_finalInstanceArea_um2=1964
export IMPL_ios=85
export IMPL_vdd_drop_max_mv=0.1929
export IMPL_end_kind="flop"
export IMPL_grt_use_total=0.05002
export IMPL_clockRootBuffer="clkbuf_8"
export IMPL_maxCapViolCount=0
export IMPL_timing_rr_end="cii_override_din_q[0]"
export IMPL_crit_type="in -> reg"
export IMPL_cp_start_kind="input pin"
export IMPL_min_period_ps=2026
export IMPL_maxSlewViolCount=0
export IMPL_post_cts_buffers=0
export IMPL_cts_buffers=5
export IMPL_ff2ff_path_depth=3
export IMPL_relSlewSlack=0.4787
export IMPL_leakagePower_nw=0.9594
export IMPL_synth_top_cell_area_share=0.6700
export IMPL_grt_use_met3=0.02479
export IMPL_syn_area_um2=1270
export IMPL_grt_pass1_vias=928
export IMPL_die_width_um=115
export IMPL_portBuffers=47
export IMPL_grt_use_met1=0.07312
export IMPL_setup_viol=0
export IMPL_cp_required_ps=3470
export IMPL_globalplace_congestion=0.6528
export IMPL_ys_types=18
export IMPL_core_um2=8763
export IMPL_die_h_um=115
export IMPL_syn_inst=85
export IMPL_topCombFamilyByArea="simple AND/OR/NAND/NOR gates"
export IMPL_whs_ps=454.4
export IMPL_warnings=62
-- worst max path at each step --
| stage | from | to | slack, ps |
|---|---|---|---|
| CTS | cii_req | cii_override_din_q[1] | 1220 |
| global route | cii_req | cii_override_en_q | 1090 |
| finish | cii_wr | cii_override_din_q[31] | 1270 |
-- through the flow --
step           setup WS [ps]  cells  total power [mW]    util
6_report                1274    244            0.8729  0.2242
3_5_place_dp           903.9    236            0.4801  0.2107
3_3_place_gp           914.4    236            0.4794  0.2107
2_1_floorplan           1669     85            0.4483       -
4_1_cts                 1221    244            0.8962  0.2242
5_1_grt                 1091    244            0.9173  0.2242
-- per-layer routing --
| layer | wire [um] | vias to the layer above | part of all wire |
|---|---|---|---|
| met5 | 0 | - | 0 |
| met4 | 40 | 0 | 0.012 |
| met3 | 332 | 5 | 0.10 |
| met2 | 1410 | 29 | 0.44 |
| met1 | 1442 | 416 | 0.45 |
| li1 | - | 402 | - |
-- cells by family after synthesis --
family                 Yosys count
AOI/OAI and AO/OA                7
buffers and inverters            7
DFF                             35
and+or+nand+nor                 36
-- power by group --
part	switching, mW	internal (mW)
Clock	0.159	0.245
Sequential	0.000357	0.430
Combinational	0.0210	0.0181
-- cell type report --
class                      instances  area (um^2)  area share
sequential                        35        877.1      0.4465
clock inverter                     2        35.03     0.01783
inverter                           2        7.507    0.003822
tap                              108        135.1     0.06879
clock buffer                       6        82.58     0.04204
timing repair buffer              48        473.0      0.2408
multi-input combinational         43        354.1      0.1803
-- critical path, stage by stage --
cell and delay, ps:
clkdlybuf4s50_1 440, nor4b_4 430, o211ai_4 330, and3_2 320
-- sequential cells by signal, summed over array words and instances (netlist names) --
| register | cells |
|---|---|
| cii_override_din_q | 32 |
| cii_halt_q | 1 |
| cii_override_en_q | 1 |
| cii_req_q | 1 |
-- cells in the mapped netlist --
library cell / instances
o211a_1: 2
a21oi_1: 1
and3_2: 9
dfrtp_1: 34
nor4_4: 1
and3b_1: 1
a31o_2: 3
and3_1: 19
nor4b_4: 1
nor2b_1: 1
dfstp_2: 1
o211ai_4: 1
and4_2: 1
inv_1: 2
buf_6: 2
clkbuf_1: 3
nand3_1: 2
nor3b_2: 1
Power is estimated from default activity; no workload was simulated.
